$ cat flow/design.v
module CLOCK24(CLK, RST, nBUTTON, nHEX0, nHEX1, nHEX2, nHEX3, LEDG);
	input CLK, RST;
	input [2:0] nBUTTON;
	output [6:0] nHEX0, nHEX1, nHEX2, nHEX3;
	output [7:0] LEDG;
	wire mode, select, adjust;
	wire en1hz, sig2hz;
	wire secclr, mininc, hourinc;
	wire secon, minon, houron1, houron10;
	wire [3:0] sec1, min1, hour1;
	wire [2:0] sec10, min10;
	wire [1:0] hour10;
	wire casec, camin;
	BTN_IN BTN_IN(CLK, RST, nBUTTON, {mode, select, adjust});
	CNT1SEC CNT1SEC(CLK, RST, en1hz, sig2hz);
	STATE STATE(CLK, RST, sig2hz, hour1, hour10, mode, select, adjust, 
							secclr, mininc, hourinc, secon, minon, houron1, houron10);
	SECCNT SECCNT(CLK, RST, en1hz, secclr, sec1, sec10, casec);
	MINCNT MINCNT(CLK, RST, casec, mininc, min1, min10, camin);
	HOURCNT HOURCNT(CLK, RST, camin, hourinc, hour1, hour10);
	SEG7DEC MIN1DEC(minon, min1, nHEX0);
	SEG7DEC MIN10DEC(minon, min10, nHEX1);
	SEG7DEC HOUR1DEC(houron1, hour1, nHEX2);
	SEG7DEC HOUR10DEC(houron10, hour10, nHEX3);
	assign LEDG[3:0] = (secon==1'b1) ? sec1 : 4'h0;
	assign LEDG[6:4] = (secon==1'b1) ? sec10 : 3'h0;
	assign LEDG[7] = 1'h0;
endmodule
module BTN_IN(CLK, RST, nBIN, BOUT);
	input CLK, RST;
	input [2:0] nBIN;
	output [2:0] BOUT;
	wire en40hz;
	wire [2:0] tmp;
	reg [20:0] cnt;
	reg [2:0] BOUT;
	reg [2:0] ff1, ff2;
	always @(posedge CLK, posedge RST) begin
		if (RST)
			cnt <= 21'b0;
		else if (en40hz)
			cnt <= 21'b0;
		else
			cnt <= cnt + 21'b1;
	end
	assign en40hz = (cnt==21'd1249999);
	always @(posedge CLK, posedge RST) begin
		if (RST) begin
			ff2 <= 3'b0;
			ff1 <= 3'b0;
		end
		else if (en40hz) begin
			ff2 <= ff1;
			ff1 <= nBIN; 
		end
	end
	assign tmp = ~ff1 & ff2 & {3{en40hz}};
	always @(posedge CLK, posedge RST) begin
		if (RST)
			BOUT <= 3'b0;
		else
			BOUT <= tmp;
	end
endmodule
module CNT1SEC(CLK, RST, EN1HZ, SIG2HZ);
	input CLK, RST;
	output EN1HZ;
	output SIG2HZ;
	reg [25:0] cnt;
	reg SIG2HZ;
	wire [23:0] cnt12499999;
	wire [24:0] cnt24999999;
	wire [25:0] cnt37499999;
	always @(posedge CLK, posedge RST) begin
		if (RST)
			cnt <= 26'd0;
		else if (cnt==26'd49999999)
			cnt <= 26'd0;
		else
			cnt <= cnt+1'b1;
	end
	assign EN1HZ = (cnt==26'd49999999);
	assign cnt12499999 = (cnt==24'd12499999);
	assign cnt24999999 = (cnt==25'd24999999);
	assign cnt37499999 = (cnt==26'd37499999);
	always @(posedge CLK, posedge RST) begin
		if (RST)
			SIG2HZ <= 1'b0;
		else if (cnt12499999 | cnt24999999 | cnt37499999 | EN1HZ)
			SIG2HZ <= ~SIG2HZ;
	end
endmodule
module HOURCNT(CLK, RST, EN, INC, QL, QH);
	input CLK, RST;
	input EN, INC;
	output [3:0] QL;
	output [1:0] QH;
	reg [3:0] QL;
	reg [1:0] QH;
	reg [4:0] cnt;
	always @(posedge CLK, posedge RST) begin
		if (RST)
			cnt <= 5'd0;
		else if (EN==1'b1 || INC==1'b1) begin
			if (cnt==5'd23)
				cnt <= 5'd0;
			else
				cnt <= cnt+1'b1;
		end
	end
	always @* begin
		case (cnt)
			5'd0 : begin QH <= 2'd0; QL <= 4'd0; end
			5'd1 : begin QH <= 2'd0; QL <= 4'd1; end
			5'd2 : begin QH <= 2'd0; QL <= 4'd2; end
			5'd3 : begin QH <= 2'd0; QL <= 4'd3; end
			5'd4 : begin QH <= 2'd0; QL <= 4'd4; end
			5'd5 : begin QH <= 2'd0; QL <= 4'd5; end
			5'd6 : begin QH <= 2'd0; QL <= 4'd6; end
			5'd7 : begin QH <= 2'd0; QL <= 4'd7; end
			5'd8 : begin QH <= 2'd0; QL <= 4'd8; end
			5'd9 : begin QH <= 2'd0; QL <= 4'd9; end
			5'd10 : begin QH <= 2'd1; QL <= 4'd0; end
			5'd11 : begin QH <= 2'd1; QL <= 4'd1; end
			5'd12 : begin QH <= 2'd1; QL <= 4'd2; end
			5'd13 : begin QH <= 2'd1; QL <= 4'd3; end
			5'd14 : begin QH <= 2'd1; QL <= 4'd4; end
			5'd15 : begin QH <= 2'd1; QL <= 4'd5; end
			5'd16 : begin QH <= 2'd1; QL <= 4'd6; end
			5'd17 : begin QH <= 2'd1; QL <= 4'd7; end
			5'd18 : begin QH <= 2'd1; QL <= 4'd8; end
			5'd19 : begin QH <= 2'd1; QL <= 4'd9; end
			5'd20 : begin QH <= 2'd2; QL <= 4'd0; end
			5'd21 : begin QH <= 2'd2; QL <= 4'd1; end
			5'd22 : begin QH <= 2'd2; QL <= 4'd2; end
			5'd23 : begin QH <= 2'd2; QL <= 4'd3; end
			default : begin QH <= 2'bx; QL <= 4'bx; end
		endcase
	end
endmodule
module MINCNT(CLK, RST, EN, INC, QL, QH, CA);
	input CLK, RST;
	input EN, INC;
	output [3:0] QL;
	output [2:0] QH;
	output CA;
	reg [3:0] QL;
	reg [2:0] QH;
	always @(posedge CLK, posedge RST) begin
		if (RST)
			QL <= 4'd0;
		else if (EN==1'b1 || INC==1'b1) begin
			if (QL==4'd9)
				QL <= 4'd0;
			else 
				QL <=	 QL+1'b1;
		end
	end	
	always @(posedge CLK, posedge RST) begin
		if (RST)
			QH <= 3'd0;
		else if ((EN==1'b1 || INC==1'b1) && QL==4'd9) begin
			if (QH==3'd5)
				QH <= 3'd0;
			else 
				QH <=	 QH+1'b1;
		end
	end	
	assign CA = (QL==4'd9 && QH==3'd5 && EN==1'b1);
endmodule
module SECCNT(CLK, RST, EN, CLR, QL, QH, CA);
	input CLK, RST;
	input EN, CLR;
	output [3:0] QL;
	output [2:0] QH;
	output CA;
	reg [3:0] QL;
	reg [2:0] QH;
	always @(posedge CLK, posedge RST) begin
		if (RST)
			QL <= 4'd0;
		else if (CLR)
			QL <= 4'd0;
		else if (EN) begin
			if (QL==4'd9)
				QL <= 4'd0;
			else
				QL <= QL+1'b1;
		end
	end
	always @(posedge CLK, posedge RST) begin
		if (RST)
			QH <= 3'd0;
		else if (CLR)
			QH <= 3'd0;
		else if (EN==1'b1 && QL==4'd9) begin
			if (QH==3'd5)
				QH <= 3'd0;
			else
				QH <= QH+1'b1;
		end
	end
	assign CA = (QL==4'd9 && QH==3'd5 && EN==1'b1);
endmodule
module SEG7DEC(EN, DIN, nHEX);
	input EN;
	input [3:0] DIN;
	output [6:0] nHEX;
	reg [6:0] nHEX;
	always @* begin
		if (EN)
			case(DIN)
				4'h0: nHEX = 7'b1000000;
				4'h1: nHEX = 7'b1111001;
				4'h2: nHEX = 7'b0100100;
				4'h3: nHEX = 7'b0110000;
				4'h4: nHEX = 7'b0011001;
				4'h5: nHEX = 7'b0010010;
				4'h6: nHEX = 7'b0000010;
				4'h7: nHEX = 7'b1011000;
				4'h8: nHEX = 7'b0000000;
				4'h9: nHEX = 7'b0010000;
				default: nHEX = 7'bxxxxxxx;
			endcase
		else 
			nHEX = 7'b1111111;
	end
endmodule
module STATE(CLK, RST, SIG2HZ, HOUR1, HOUR2, MODE, SELECT, ADJUST, 
	SECCLR, MININC, HOURINC, SECON, MINON, HOURON1, HOURON10);
	input CLK, RST;
	input SIG2HZ;
	input [3:0] HOUR1;
	input [1:0] HOUR2;
	input MODE, SELECT, ADJUST;
	output SECCLR, MININC, HOURINC;
	output SECON, MINON, HOURON1, HOURON10;
	reg [1:0] stateCur, stateNxt;
	parameter NORM=2'b00, SEC=2'b01, MIN=2'b10, HOUR=2'b11;
	assign SECCLR = (stateCur==SEC) & ADJUST;
	assign MININC = (stateCur==MIN) & ADJUST;
	assign HOURINC = (stateCur==HOUR) & ADJUST;
	assign SECON = ~((stateCur==SEC) & SIG2HZ);
	assign MINON = ~((stateCur==MIN) & SIG2HZ);
	assign HOURON1 = ~((stateCur==HOUR) & SIG2HZ);
	assign HOURON10 = ~(((stateCur==HOUR) & SIG2HZ) | ((stateCur==NORM) & (HOUR1<10) & (HOUR2<1)));
	always @(posedge CLK, posedge RST) begin
		if (RST)
			stateCur <= NORM;
		else 
			stateCur <= stateNxt;
	end
	always @* begin
		case(stateCur)
			NORM :begin
							if (MODE)
								stateNxt <= SEC;
							else
								stateNxt <= NORM;
						end
			SEC :begin
							if (MODE)
								stateNxt <= NORM;
							else if (SELECT)
								stateNxt <= MIN;
							else
								stateNxt <= SEC;
						end
			MIN :begin
							if (MODE)
								stateNxt <= NORM;
							else if (SELECT)
								stateNxt <= HOUR;
							else
								stateNxt <= MIN; 
						end
			HOUR :begin
							if (MODE)
								stateNxt <= NORM;
							else if (SELECT)
								stateNxt <= SEC;
							else
								stateNxt <= HOUR; 
						end
			default : stateNxt <= 2'bxx;
		endcase
	end
endmodule
$ cat flow/run.sh
#!/bin/bash
# OpenROAD 26Q1-2900-gdf79404cd8, Yosys 0.63+post, stock flow scripts
make -C /OpenROAD-flow-scripts/flow DESIGN_CONFIG=/design/flow/config.mk WORK_HOME=/design/flow/orfs finish
$ cat flow/config.mk
export PLATFORM = sky130hd
export DESIGN_NAME = CLOCK24
export DESIGN_NICKNAME = CLOCK24
export VERILOG_FILES = /design/flow/design.v
export SDC_FILE = /design/flow/constraint.sdc
export NUM_CORES = 4
export LEC_CHECK = 1
export CORE_UTILIZATION = 50
$ cat flow/constraint.sdc
current_design CLOCK24

set clk_period 7.7
set clk_io_pct 0.2

create_clock -name clk0 -period $clk_period [get_ports {CLK}]

set non_clock_inputs [all_inputs -no_clocks]
set_input_delay [expr $clk_period * $clk_io_pct] -clock clk0 $non_clock_inputs
set_output_delay [expr $clk_period * $clk_io_pct] -clock clk0 [all_outputs]
==> summary.txt <==
run metrics: clk buf depth 2, Ports 41, ao+oa area frac 8.79%, Clock Latency Late Sink 350 ps, Fmax achieved 225 MHz, Buf/Inv on CP 1, Netlist Area Pre-Place 4740 um^2, XOR/XNOR Fraction of Synth Area 6.84%, Reg clk slew, reported paths 90 ps, hpwl dp 6380 um, main flop type dfrtp_1, final WL 8890 um, hold path depth 1, fp_density 51.6%, tool warning count 43, Core ar. 9200 um^2, CP endpoint kind primary output, WHS 458 ps, status finished, final reports clean, VDD IR-drop max 95.1 uV, Placed Area 5170 um^2, synthesis-to-layout area growth 13.3%, number of global-route vias before repair 3408, simple share 25.1%, DRT antenna net count 0, 1st-pass router iterations 23, setup violation total in the final timing report 0, top cells by count dfrtp_1 (79), nand2_1 (48), nor2_1 (38), ys cells 493, CP delay by family, top multiplexers, GRT Overall Usage 20.3%, sequential cell area 2000 um^2, CP startpoint kind flop, CP max-delay cell clkdlybuf4s50_1, # Post-CTS Setup Buffers 0, Final Max Tran Viols 0, leakage dissipation 0.00250 uW, Pwr Total 748 uW, final worst path period need 4440 ps, H-tree depth 3, Combinational Area 2550 um^2, gr ovfl total 0, # resized after CTS 0, Top-area cell share 41.7%, sequential element share of the synthesized area 42.3%, Port Buffer Count 39, Worst Skew 6.89 ps, row count 35, CP arrival 2900 ps, first-pass GRT wire length 15900 um, critical path type flop to primary output, Reg-to-Reg Start MINCNT.QL[1], worst reg2reg setup slack 5280 ps, fillcell total 828, gp weighted congestion 0.899, initial antenna violation count 0, CTS sink cnt 80, count leader, synth dfrtp_1, Worst Tran Pin Value 704 ps, Yosys reg bits 80, comb area leader simple AND/OR/NAND/NOR gates, # DRC 0, vias 3558, synth unique cells 66, DRT iter0 DRCs 107, Synth async-reset ratio 100%, Hold Crit Class flop to flop, Inserted Diodes 0, area fraction in mux cells 6.12%, Clock Tree Root clkbuf_8, unrepaired setup endpoints after global routing false, Die H 99.4 um, Post-synth EDFFs 0, Cells after Synth 493, hold endpoint BTN_IN.BOUT[2], routed len/inst 13.8 um, total of max-cap violations 0, final instance area 5370 um^2, Worst R2R Path Depth 7, worst-path fanout max 10, Top area cell types dfrtp_1 (42%), ha_1 (6.9%), xor2_1 (3.9%), reg2reg end HOURCNT.cnt[3], hold_buf cts 0, fin crit share 57.6%, Ys Warns 9, crit-path max cell delay 520 ps, Synth Area per Inst 9.62 um^2, fa+ha+maj area frac 6.86%, Slew headroom 52.7%, total CTS buffers 9, CTS tree done, YS chip area 4740 um^2, CP required 6160 ps, Die X 99.4 um, Power Density 139 nW/um^2, total negative slack 0 ps, die area 9880 um^2, largest net degree at the start of global routing 42, Hold Crit Start BTN_IN.ff1[2], CP cell instances ha_1 -> mux2_2 -> mux2i_1 -> a21boi_0 -> o2bb2ai_1 -> o21ai_0 -> clkdlybuf4s50_1, final hold violations 0, fraction of layout cells with a size suffix above 1 9.23%, biggest area consumer among synthesized cells dfrtp_1, Via-to-Cell Ratio 5.54
==> sequential cells by signal, indices dropped and copies added (netlist names), named ones only <==
signal          cells
SECCNT.QL           4
BTN_IN.ff2          3
CNT1SEC.cnt        26
BTN_IN.cnt         21
BTN_IN.BOUT         3
SECCNT.QH           3
HOURCNT.cnt         5
CNT1SEC.SIG2HZ      1
MINCNT.QH           3
STATE.stateCur      3
BTN_IN.ff1          3
MINCNT.QL           4
==> per-layer routing <==
metal	vias to the layer above	GRT usage [%]	part of all wire, %
met5	-	0	0
met4	0	2.71	1.4
met3	10	2.00	2.4
met2	52	31.2	45
met1	1696	33.9	51
li1	1800	-	-
==> how the worst max path moves through the flow <==
stage	start	end	cells past startpoint
CTS	HOURCNT.cnt[2]	nHEX3[4]	7
finish	HOURCNT.cnt[2]	nHEX3[4]	7
global route	HOURCNT.cnt[2]	nHEX3[3]	7
==> placed cells by master, fill, tap and decap left out, types with 5 or more instances in the layout <==
| master | count |
|---|---|
| mux2_2 | 11 |
| o21ai_0 | 32 |
| mux2i_1 | 14 |
| nand3_1 | 29 |
| clkdlybuf4s50_1 | 39 |
| inv_1 | 18 |
| and2_1 | 9 |
| nor3b_1 | 5 |
| and3_1 | 12 |
| nor3_1 | 7 |
| xnor2_1 | 16 |
| a21oi_1 | 20 |
| or3_1 | 9 |
| ha_1 | 26 |
| dfrtp_1 | 79 |
| xor2_1 | 21 |
| nor2_1 | 38 |
| nand2_1 | 48 |
| nand4_1 | 11 |
| clkbuf_8 | 9 |
==> final cells by class <==
type | instances | area share [%]
Tap cell | 111 | 2.59
Inverter | 19 | 1.35
Multi-Input combinational cell | 375 | 47.5
Sequential cell | 80 | 37.3
Clock buffer | 9 | 2.31
Clock inverter | 7 | 1.44
Timing Repair Buffer | 41 | 7.55
==> power by group <==
group	internal, uW	switching, uW	total, uW
combinational	2.15	8.02	10.2
sequential	420	0	420
clock	153	165	318
total	575	173	748
==> per-stage QoR <==
step	utilization [%]	setup slack [ps]	std cells
global route	58.4	3050	642
finish	58.4	3260	642
detailed placement	56.2	3640	626
global placement	56.2	3690	626
floorplan	-	4110	493
CTS	58.4	3250	642
==> kinds of logic (layout without fill, tap and decap cells) <==
group	Yosys count	count (layout)
fa+ha+maj	26	26
other cells	1	1
compound gates	72	72
xor+xnor	37	37
buf+inv	38	76
mux	27	27
flops	80	80
simple gates	212	212
Power is estimated from default activity; no workload was simulated.
